$ cat design.v
package my_types;
typedef struct packed {
    reg [7:0] id;
    reg [11:0] h_total;
    reg [11:0] h_active;
    reg [11:0] h_front_porch;
    reg [11:0] h_sync;
    reg [11:0] h_back_porch;
    reg h_sync_pol;
    reg [11:0] v_active;
    reg [11:0] v_front_porch;
    reg [11:0] v_sync;
    reg [11:0] v_total_1;
    reg [11:0] v_back_porch_1;
    reg [11:0] v_pxl_offset_1;
    reg [11:0] v_total_2;
    reg [11:0] v_back_porch_2;
    reg [11:0] v_pxl_offset_2;
    reg v_sync_pol;
    reg [11:0] h_field_start;
    reg [11:0] h_field_end;
    reg [11:0] v_field1_start;
    reg [11:0] v_field1_end;
    reg [11:0] v_field2_start;
    reg [11:0] v_field2_end;
    reg [11:0] v_field3_start;
    reg [11:0] v_field3_end;
    reg [3:0] h_res_divider;
    reg [3:0] v_res_divider;
    reg [11:0] h_res_start;
    reg [3:0] h_lag_divider;
    reg [3:0] v_lag_divider;
    reg [11:0] h_lag_start;
    reg [11:0] v_lag_start;
} VideoMode;
endpackage
module measure(
    input clock,
    input reset_counter,
    input sensor_trigger,  
    input reset_bcdoutput,  
    output [19:0] bcd_current,
    output [19:0] bcd_minimum,
    output [19:0] bcd_maximum,
    output [19:0] bcd_average
);
    wire [23:0] bcdcount;
    wire [23:0] avg_counter_bcd;
    wire avg_counter_ready;
    reg waiting;
    reg [8:0] counter;
    reg [24:0] raw_counter;
    reg counter_trigger = 0;
    reg reset_bcdcounter = 0;
    reg [19:0] bcdcount_out = 20'h9_99_99;
    reg [19:0] bcdcount_min = 20'h9_99_99;
    reg [19:0] bcdcount_max = 0;
    reg [19:0] avg_counter;
    reg [31:0] avg_counter_reg;
    reg [31:0] avg_counter_reg_avg;
    reg [19:0] avg_counter_bcd_reg = 20'h9_99_99;
    reg avg_counter_start;
    reg [4-1:0] avg_loop;
    bcdcounter bcdcounter(
        .trigger(counter_trigger),
        .reset(reset_bcdcounter),
        .bcdcount(bcdcount)
    );
    Binary_to_BCD #(
        .INPUT_WIDTH(20),
        .DECIMAL_DIGITS(6)
    ) Binary_to_BCD (
        .i_Clock(clock),
        .i_Start(avg_counter_start),
        .i_Binary(avg_counter_reg_avg[19:0]),
        .o_BCD(avg_counter_bcd),
        .o_DV(avg_counter_ready)
    );
    always @(posedge clock) begin
        if (reset_counter) begin
            raw_counter <= 0;
            counter <= 0;
            counter_trigger <= 0;
            reset_bcdcounter <= 1;
        end else begin
            raw_counter <= raw_counter + 1'b1;
            reset_bcdcounter <= 0;
            if (counter < 27 - 1) begin
                counter <= counter + 1'b1;
                counter_trigger <= 0;
            end else begin
                counter <= 0;
                counter_trigger <= 1;
            end
        end
    end
    always @(posedge counter_trigger or posedge reset_bcdcounter) begin
        if (reset_bcdcounter) begin
            avg_counter <= 0;
        end else begin
            avg_counter <= avg_counter + 1'b1;
        end
    end
    always @(posedge clock) begin
        if (reset_counter) begin
            waiting <= 1;
        end else if (reset_bcdoutput) begin
            bcdcount_out <= 20'h9_99_99;
            bcdcount_max <= 0;
            bcdcount_min <= 20'h9_99_99;
            avg_counter_reg_avg <= 0;
            avg_counter_reg <= 0;
            avg_loop <= 0;
            avg_counter_bcd_reg <= 20'h9_99_99;
        end else if (waiting && sensor_trigger) begin
            bcdcount_out <= bcdcount[23:4];
            if (avg_loop == 0) begin
                bcdcount_max <= bcdcount[23:4];
                bcdcount_min <= bcdcount[23:4];
            end else begin             
                if (bcdcount[23:4] < bcdcount_min) begin
                    bcdcount_min <= bcdcount[23:4];
                end
                if (bcdcount[23:4] > bcdcount_max) begin
                    bcdcount_max <= bcdcount[23:4];
                end
            end
            if (avg_counter != 0) begin
                if (avg_loop == ((2 ** 4) - 1)) begin
                    avg_counter_reg_avg <= (avg_counter_reg + avg_counter) >> 4;
                    avg_counter_reg <= 0;
                    avg_loop <= 0;
                    avg_counter_start <= 1'b1;
                end else begin
                    avg_counter_reg <= avg_counter_reg + avg_counter;
                    avg_loop <= avg_loop + 1'b1;
                    avg_counter_start <= 1'b0;
                end
            end
            waiting <= 0;
        end
        if (avg_counter_ready) begin
            avg_counter_bcd_reg <= avg_counter_bcd[23:4];
        end
    end
    assign bcd_current = bcdcount_out;
    assign bcd_minimum = bcdcount_min;
    assign bcd_maximum = bcdcount_max;
    assign bcd_average = avg_counter_bcd_reg;
endmodule
module Binary_to_BCD(
   input                         i_Clock,
   input [INPUT_WIDTH-1:0]       i_Binary,
   input                         i_Start,
   output [DECIMAL_DIGITS*4-1:0] o_BCD,
   output                        o_DV
);
    parameter INPUT_WIDTH = 16;
    parameter DECIMAL_DIGITS = 4;
  parameter s_IDLE              = 3'b000;
  parameter s_SHIFT             = 3'b001;
  parameter s_CHECK_SHIFT_INDEX = 3'b010;
  parameter s_ADD               = 3'b011;
  parameter s_CHECK_DIGIT_INDEX = 3'b100;
  parameter s_BCD_DONE          = 3'b101;
  reg [2:0] r_SM_Main = s_IDLE;
  reg [DECIMAL_DIGITS*4-1:0] r_BCD = 0;
  reg [INPUT_WIDTH-1:0]      r_Binary = 0;
  reg [DECIMAL_DIGITS-1:0]   r_Digit_Index = 0;
  reg [7:0]                  r_Loop_Count = 0;
  wire [3:0]                 w_BCD_Digit;
  reg                        r_DV = 1'b0;                       
  always @(posedge i_Clock)
    begin
      case (r_SM_Main) 
        s_IDLE :
          begin
            r_DV <= 1'b0;
            if (i_Start == 1'b1)
              begin
                r_Binary  <= i_Binary;
                r_SM_Main <= s_SHIFT;
                r_BCD     <= 0;
              end
            else
              r_SM_Main <= s_IDLE;
          end
        s_SHIFT :
          begin
            r_BCD     <= r_BCD << 1;
            r_BCD[0]  <= r_Binary[INPUT_WIDTH-1];
            r_Binary  <= r_Binary << 1;
            r_SM_Main <= s_CHECK_SHIFT_INDEX;
          end          
        s_CHECK_SHIFT_INDEX :
          begin
            if (r_Loop_Count == INPUT_WIDTH-1)
              begin
                r_Loop_Count <= 0;
                r_SM_Main    <= s_BCD_DONE;
              end
            else
              begin
                r_Loop_Count <= r_Loop_Count + 1'b1;
                r_SM_Main    <= s_ADD;
              end
          end
        s_ADD :
          begin
            if (w_BCD_Digit > 4)
              begin                                     
                r_BCD[(r_Digit_Index*4)+:4] <= w_BCD_Digit + 2'd3;  
              end
            r_SM_Main <= s_CHECK_DIGIT_INDEX; 
          end       
        s_CHECK_DIGIT_INDEX :
          begin
            if (r_Digit_Index == DECIMAL_DIGITS-1)
              begin
                r_Digit_Index <= 0;
                r_SM_Main     <= s_SHIFT;
              end
            else
              begin
                r_Digit_Index <= r_Digit_Index + 1'b1;
                r_SM_Main     <= s_ADD;
              end
          end
        s_BCD_DONE :
          begin
            r_DV      <= 1'b1;
            r_SM_Main <= s_IDLE;
          end
        default :
          r_SM_Main <= s_IDLE;
      endcase
    end  
  assign w_BCD_Digit = r_BCD[r_Digit_Index*4 +: 4];
  assign o_BCD = r_BCD;
  assign o_DV  = r_DV;
endmodule  
module bcdcounter(
    input trigger,
    input reset,
    output [23:0] bcdcount
);
    reg [3:0] first;
    reg [3:0] second;
    reg [3:0] third;
    reg [3:0] fourth;
    reg [3:0] fifth;
    reg [3:0] sixth;
    always @(posedge trigger or posedge reset) begin
        if (reset) begin
            first <= 0;
            second <= 0;
            third <= 0;
            fourth <= 0;
            fifth <= 0;
            sixth <= 0;
        end else if (first == 4'd9) begin  
            first <= 0;
            if (second == 4'd9) begin  
                second <= 0;
                if (third == 4'd9) begin  
                    third <= 0;
                    if (fourth == 4'd9) begin  
                        fourth <= 0;
                        if (fifth == 4'd9) begin  
                            fifth <= 0;
                            if (sixth == 4'd9) begin  
                                sixth <= 0;
                            end else begin
                                sixth <= sixth + 1'b1;
                            end
                        end else begin
                            fifth <= fifth + 1'b1;
                        end
                    end else begin
                        fourth <= fourth + 1'b1;
                    end
                end else begin
                    third <= third + 1'b1;
                end
            end else begin
                second <= second + 1'b1;
            end
        end else begin
            first <= first + 1'b1;
        end
    end
    assign bcdcount = { sixth, fifth, fourth, third, second, first };
endmodule
$ cat run.sh
#!/bin/bash
# OpenROAD 26Q1-2900-gdf79404cd8, Yosys 0.63+post, stock flow scripts
make -C /OpenROAD-flow-scripts/flow DESIGN_CONFIG=/design/flow/config.mk WORK_HOME=/design/flow/orfs finish
$ cat config.mk
export PLATFORM = sky130hd
export DESIGN_NAME = measure
export DESIGN_NICKNAME = measure
export VERILOG_FILES = /design/flow/design.v
export SDC_FILE = /design/flow/constraint.sdc
export NUM_CORES = 4
export LEC_CHECK = 1
export CORE_UTILIZATION = 50
$ cat constraint.sdc
current_design measure

set clk_period 5.8
set clk_io_pct 0.2

create_clock -name clk0 -period $clk_period [get_ports {clock}]

set non_clock_inputs [all_inputs -no_clocks]
set_input_delay [expr $clk_period * $clk_io_pct] -clock clk0 $non_clock_inputs
set_output_delay [expr $clk_period * $clk_io_pct] -clock clk0 [all_outputs]
==> reports/qor.txt <==
Endpoints left unconstrained: 44
Category of the worst setup path launch point: flop
Post-DP HPWL: 19.4 mm
Post-Layout Cell Count: 1,562
Worst R2R End: Binary_to_BCD.r_BCD[5]$_DFFE_PP_
Average cell area after synthesis: 11.4 um2
Sum of routed wire length over all layers: 27.3 mm
Type of the tightest min-delay check: flop to flop
Worst path arrival time: 3630 ps
Share of synthesized area occupied by flip-flops and latches: 54.9%
Max FFs per register: 44
Total Negative Setup Slacks: 0 ps
Die Span X: 162 um
Maximum number of pins on one net before global-route repair: 63
Number of max-cap violations: 0
Residual DRC: 0
Setup repair after global routing missed its margin: false
# placed instances: 1,520
Post-cts hold-fix buffer tally: 0
Count of flip-flops with a built-in enable after synthesis: 188
Post-route total power: 3.24 mW
Weighted congestion reported at the end of routability-driven placement: 0.921
Fp_density: 51.0%
Number of optimization iterations in the first detailed-route pass: 4
Highest ir drop seen on vdd: 0.198 mV
Met2 Resource Use GR: 34.9%
Endpoint class of the critical path: flop
Clock edge transition at the registers on the reported setup and hold paths: 60 ps
Power density relative to cell area: 219 nW/um2
Least-Margin Pin Slew: 820 ps
Global router's overall resource usage: 22.8%
Overall via count from detail_route: 8,548
IO Count: 84
CTS H-tree lvls: 1
Category of the most critical setup path: flop to flop
Startpoint of the most critical setup path: Binary_to_BCD.r_Digit_Index[2]$_SDFFCE_PP0P_
Area share of the leading cell type in the synthesized netlist: 44.0%
Worst reg2reg path startpoint: Binary_to_BCD.r_Digit_Index[2]$_SDFFCE_PP0P_
Hold path cells: 1
TritonCTS buffer count: 23
Cells taking the most area after synthesis: edfxtp_1 (44%), dfrtp_1 (8.6%), ha_1 (6.8%), xnor2_1 (2.5%), dfxtp_1 (2.3%)
Req. time, crit path: 6160 ps
Flops out of synthesis: 247
Number of global-route vias before repair: 8,140
Mapped Area: 12,800 um2
Dominant Register Cell: edfxtp_1
Share of power burned in combinational logic: 7.0%
Clock period minus final worst setup slack: 3270 ps
Final worst hold slack: 448 ps
Fmax achieved: 306 MHz
Final tally of max-slew violations: 0
Layout fillers: 2,069
Met3 track demand over resource in global routing: 3.13%
Async set-reset flop share out of synthesis: 17.8%
Wire per inst: 17.5 um
Antenna violations before repair: 0
Count of cell types in the netlist: 72
First-pass GRT wire length: 43.7 mm
Number of routed nets with antenna violations: 0
Count of unclocked register or latch pins: 44
Area enclosed by the die boundary: 26,300 um2
Largest fanout on the critical path: 20
Worst min-delay path startpoint: counter[0]$_SDFF_PP0_
Net switching share of the total power: 22.5%
Result of the run: completed
Share of the cycle needed by the critical path after routing: 56.3%
Total number of warnings across the stage logs: 29
Post-CTS Setup Repair Bufs: 0
Cell Area, Placed: 14,100 um2
Post-synth area from yosys stat: 12,800 um2
Final clock skew: 25.6 ps
Yosys Instances: 1,124
Endpoint of the worst hold path: counter[0]$_SDFF_PP0_
Clock Tree Root: clkbuf_16
Setup-violating endpoint count in the final report: 0
Fraction of final layout cells with drive strength greater than 1: 9.42%
Leakage power of the design: 6.00 nW
Cell accounting for the most synthesized area: edfxtp_1
Die y size: 162 um
Cell resize tally after clock tree synthesis: 0
Row count: 58
Final std cell area, no fill: 14,800 um2
Sum of overflow across all layers after global routing: 0
Relative max-transition margin: 44.6%
Met1 Usage GRT: 38.7%
Placeable Area: 25,200 um2
Int Power: 2.51 mW
Sequential share of power: 52.1%
Count of routing violations after the opening detailed-route iteration: 442
R2r setup slk: 2530 ps
Skew-Pair Late Insertion Delay: 520 ps
Clock tree buffer depth: 3
Synth Instances: 1,124
IO buf count: 83
Depth of the worst register-to-register path: 9
Antenna cell count: 0
Switch Pwr: 0.731 mW
Yosys warning total: 3
Part of the power in the clock network: 40.8%
Number of vias per cell: 5.47
Final count of hold timing violations: 0
Busiest layer in global routing: met1
CTS tree: done
Area growth syn-to-layout: 15.2%
[stage by stage]
stage | setup slack [ps] | util, %
after floorplan | 1420 | -
final | 2530 | 58.7
after global routing | 2330 | 58.7
after CTS | 2560 | 58.7
after global placement | 2290 | 56.0
after detailed placement | 2270 | 56.0
[cell usage after synthesis (11+ instances only)]
library cell,number
xor2_1,16
or2_2,17
dfxtp_1,15
mux2_2,26
nand3_1,35
nand4_1,16
xnor2_1,37
nor3b_1,12
and3_1,15
ha_1,70
mux2i_1,22
and2_1,22
nand2b_1,20
edfxtp_1,188
nor2_1,73
o21ai_0,40
clkbuf_1,28
a21oi_1,32
o21a_1,12
a21o_1,17
nand2_1,72
dfrtp_1,44
a211oi_1,11
inv_1,68
nor3_1,57
or3_1,12
nor2b_1,34
[metal layers]
layer / part of all wire, % / vias to the layer above
li1: - / 4322
met1: 48 / 4056
met2: 47 / 134
met3: 3.7 / 36
met4: 2.0 / 0
met5: 0 / -
[logic make-up (layout without fill, tap and decap cells)]
group,after synthesis,after routing,synth area share [%]
and+or+nand+nor,413,413,16.9
DFF,247,247,54.9
AOI/OAI and AO/OA,183,183,9.87
buffers and inverters,105,210,3.18
adders and majority gates,71,71,6.98
xor gates and xnor gates,53,53,3.62
muxes,51,51,4.52
other,1,4,0.0292
[how the worst max path moves through the flow]
stage                                               to  cells after the start
final                 Binary_to_BCD.r_BCD[5]$_DFFE_PP_                      9
after global routing  Binary_to_BCD.r_BCD[5]$_DFFE_PP_                      9
after CTS             Binary_to_BCD.r_BCD[5]$_DFFE_PP_                      9
[power groups by stage]
stage / logic, mW / clock network, mW / registers [mW]
final: 0.227 / 1.32 / 1.69
after CTS: 0.229 / 1.36 / 1.69
after global routing: 0.254 / 1.41 / 1.69
[area by class of cell]
cell class / count / area, um2 / area share, %
Sequential cell: 247 / 7050 / 47.7
Clock inverter: 14 / 78.8 / 0.533
Multi-Input combinational cell: 775 / 5430 / 36.8
Timing Repair Buffer: 100 / 953 / 6.45
Clock buffer: 28 / 604 / 4.09
Inverter: 68 / 255 / 1.73
Tap cell: 330 / 413 / 2.79
[worst max-delay path, cell delays in order (launching register included)]
cell and delay [ps]:
edfxtp_1 750, mux4_2 570, and2_0 160, o21ai_0 290
ha_1 310, nor2_1 90, nand4_1 170, or3_1 410
o2bb2a_1 290, o21ai_0 70
[cell usage in the layout, fill, tap and decap left out, types with 6 or more instances in the layout]
cell type and instances:
nand2_1 72, mux2i_1 22, xnor2_1 37, xor2_1 16, nor3_1 55, dfrtp_1 44, or2_2 17, edfxtp_1 188
a21oi_1 29, clkdlybuf4s50_1 82, or3_1 12, buf_4 17, dfxtp_1 15, nand3_1 35, a32oi_1 8, and2_1 22
mux2_2 26, a211oi_1 11, a21o_1 17, nor4_1 10, o21ai_0 40, nor2_1 73, ha_1 70, nor2b_1 34
clkbuf_16 23, nor3b_1 10, nand4_1 16, o21a_1 12, and3_1 15, o211ai_1 7, inv_1 67, nand2b_1 20
clkinv_2 6
No activity file was given, so power comes from the tool's default toggle rates.
