**config.mk**
```make
export PLATFORM = sky130hd
export DESIGN_NAME = lagdisplay
export DESIGN_NICKNAME = lagdisplay
export VERILOG_FILES = /design/flow/design.v
export SDC_FILE = /design/flow/constraint.sdc
export NUM_CORES = 4
export LEC_CHECK = 1
export CORE_AREA = 10 10 204 204
export DIE_AREA = 0 0 214 214
export SYNTH_MEMORY_MAX_BITS = 65536
```
**constraint.sdc**
```tcl
current_design lagdisplay

set clk_period 1.3
set clk_io_pct 0.2

create_clock -name clk0 -period $clk_period [get_ports {clock}]

set non_clock_inputs [all_inputs -no_clocks]
set_input_delay [expr $clk_period * $clk_io_pct] -clock clk0 $non_clock_inputs
set_output_delay [expr $clk_period * $clk_io_pct] -clock clk0 [all_outputs]
```
**design.v**
```verilog
package my_types;
typedef struct packed {
    reg [7:0] id;
    reg [11:0] h_total;
    reg [11:0] h_active;
    reg [11:0] h_front_porch;
    reg [11:0] h_sync;
    reg [11:0] h_back_porch;
    reg h_sync_pol;
    reg [11:0] v_active;
    reg [11:0] v_front_porch;
    reg [11:0] v_sync;
    reg [11:0] v_total_1;
    reg [11:0] v_back_porch_1;
    reg [11:0] v_pxl_offset_1;
    reg [11:0] v_total_2;
    reg [11:0] v_back_porch_2;
    reg [11:0] v_pxl_offset_2;
    reg v_sync_pol;
    reg [11:0] h_field_start;
    reg [11:0] h_field_end;
    reg [11:0] v_field1_start;
    reg [11:0] v_field1_end;
    reg [11:0] v_field2_start;
    reg [11:0] v_field2_end;
    reg [11:0] v_field3_start;
    reg [11:0] v_field3_end;
    reg [3:0] h_res_divider;
    reg [3:0] v_res_divider;
    reg [11:0] h_res_start;
    reg [3:0] h_lag_divider;
    reg [3:0] v_lag_divider;
    reg [11:0] h_lag_start;
    reg [11:0] v_lag_start;
} VideoMode;
endpackage
module lagdisplay(
    input clock,
    input [3:0] addr,
    output [WIDTH-1:0] q
);
    parameter WIDTH = 512;
    reg [WIDTH-1:0] q_reg;
    reg [WIDTH-1:0] q_reg_2;
    always @(posedge clock) begin
        case (addr)
00: q_reg <= 512'b00000000000000000000000000000000000000000000000000000000000000000000000000000000000000000000000000000000000000000000000000000000000000000000000000000000000000000000000000000000000000000000000000000000000000000000000000000000000000000000000000000000000000000000000000000000000000000000000000000000000000000000000000000000000000000000000000000000000000000000000000000000000000000000000000000000000000000000000000000000000000000000000000000000000000000000000000000000000000000000000000000000000000000000000000000000;
01: q_reg <= 512'b00000000000000000000000000000000000000000000000000000000000000000000000000000000000000000000000000000000000000000000000000000000000000000000000000000000000000000000000000000000000000000000000000000000000000000000000000000000000000000000000000000000000000000000000000000000000000000000000000000000000000000000000000000000000000000000000000000000000000000000000000000000000000000000000000000000000000000000000000000000000000000000000000000000000000000000000000000000000000000000000000000000000000000000000000000000;
02: q_reg <= 512'b01000000000000000000000000000000000100000000000000000000000000000000000000000000000000000000000000000000000000000000000000000000000100000000000000000000000000000000000000000000000000000000000000000000000000000001000000000000000000000000000000000000000000000000000000000000000000000000000000000000000000000000000000000000000000000000000000000000000000000000000000000000000000000000000000000000000000000000000000000000000000000000000000000000000000000000000000000000000000000000000000000000000000000000000000000000;
03: q_reg <= 512'b01000000000000000000000000000000000000000000000000000000000000000000000000000000000000000000000000000000000000000000000000000000000100000000000000000000000000000000000000000000000000000000000000000000000000000000000000000000000000100000000000000000000000000000000000000000000000000000000000000000000000000000000000000000000000000000001000000000000000000000000000000000000000000000000000000000000000000000000000000000000000000000000000000000000000000000000000000000000000000000000000000000000000000000000000000000;
04: q_reg <= 512'b01000000000000000000000000000000000000000000000000000000000000000000000000000000000000000000000000000000000000000000000000000000000100000000000000000000000000000000000000000000000000000000000000000000000000000000000000000000000000100000000000000000000000000000000000000000000000000000000000000000000000000000000000000000000000000000001000000000000000000000000000000000000000000000000000000000000000000000000000000000000000000000000000000000000000000000000000000000000000000000000000000000000000000000000000000000;
05: q_reg <= 512'b01000000001110000011110000000000001100000111100000000000011010000011100000000000000111000100010000011100000111000011100001111000001110000000000000000000000000000000000000000000000000000000000000000000011010000011000001111000000001000110100000111000010001000000000000000000000000000000000000000000000000000000000000000000000000000000010000000000000000000000000000000000000000000000000000000000001110000100010000111000000111000011100000111100001110000000000000000000000000000000000000000000000000000000000000000000;
06: q_reg <= 512'b01000000000001000100010000000000000100000100010000000000010101000100000000010000001000000100010000100000001000000100010001000100000100000001000000000000000000000000000000000000000000000000000000000000010101000001000001000100000001000101010000000100001010000001000000000000000000000000000000000000000000000000000000000000000000000000010000000000000000000000000000000000000000000000000000000000000001000100010001000100001000000000010001000100010001000001000000000000000000000000000000000000000000000000000000000000;
07: q_reg <= 512'b01000000000001000100010000000000000100000100010000000000010101000100000000000000001000000100010000100000001000000100010001000100000100000000000000000000001111100011111000111110000000000011111000111110010101000001000001000100000010000101010000000100001010000000000000000000001111100011111000111110000000000011111000111110000000000000100000000000001111100011111000111110000000000011111000111110000001000100010001000100001000000000010001000100010001000000000000000000001111100011111000111110000000000011111000111110;
08: q_reg <= 512'b01000000001111000100010000000000000100000100010000000000010101000011100000000000001000000100010000100000001000000111100001000100000100000000000000000000000000000000000000000000000000000000000000000000010101000001000001000100000010000101010000111100000100000000000000000000000000000000000000000000000000000000000000000000000000000000100000000000000000000000000000000000000000000000000000000000001111000100010001111000001000000011110001000100011110000000000000000000000000000000000000000000000000000000000000000000;
09: q_reg <= 512'b01000000010001000100010000000000000100000100010000000000010101000000010000000000001000000100010000100000001000000100000001000100000100000000000000000000000000000000000000000000000000000000000000000000010101000001000001000100000100000101010001000100000100000000000000000000000000000000000000000000000000000000000000000000000000000001000000000000000000000000000000000000000000000000000000000000010001000010100001000000001000000100010001000100010000000000000000000000000000000000000000000000000000000000000000000000;
10: q_reg <= 512'b01000000010001000100010000000000000100000100010000000000010101000000010000000000001000000100010000100000001000000100000001000100000100000000000000000000000000000000000000000000000000000000000000000000010101000001000001000100000100000101010001000100001010000000000000000000000000000000000000000000000000000000000000000000000000000001000000000000000000000000000000000000000000000000000000000000010001000010100001000000001000000100010001000100010000000000000000000000000000000000000000000000000000000000000000000000;
11: q_reg <= 512'b01000000010001000100010000000000000100000100010000000000010101000000010000000000001000000100010000100000001000000100000001000100000100000000000000000000000000000000000000000000000000000000000000000000010101000001000001000100001000000101010001000100001010000000000000000000000000000000000000000000000000000000000000000000000000000010000000000000000000000000000000000000000000000000000000000000010001000001000001000000001000000100010001000100010000000000000000000000000000000000000000000000000000000000000000000000;
12: q_reg <= 512'b01111110001111000011110000000000001110000100010000000000010101000111100000010000000111000011100000100000001000000011110001000100000011000001000000000000000000000000000000000000000100000000000000000000010101000011100001000100001000000101010000111100010001000001000000000000000000000000000000000000000100000000000000000000000000000010000000000000000000000000000000000000000100000000000000000000001111000001000000111100001000000011110000111100001111000001000000000000000000000000000000000000000100000000000000000000;
13: q_reg <= 512'b00000000000000000000010000000000000000000000000000000000000000000000000000000000000000000000000000000000000000000000000000000000000000000000000000000000000000000000000000000000000000000000000000000000000000000000000000000000000000000000000000000000000000000000000000000000000000000000000000000000000000000000000000000000000000000000000000000000000000000000000000000000000000000000000000000000000000000000000000000000000000000000000000000100000000000000000000000000000000000000000000000000000000000000000000000000;
14: q_reg <= 512'b00000000000000000000010000000000000000000000000000000000000000000000000000000000000000000000000000000000000000000000000000000000000000000000000000000000000000000000000000000000000000000000000000000000000000000000000000000000000000000000000000000000000000000000000000000000000000000000000000000000000000000000000000000000000000000000000000000000000000000000000000000000000000000000000000000000000000000000000000000000000000000000000000000100000000000000000000000000000000000000000000000000000000000000000000000000;
15: q_reg <= 512'b00000000000000000011100000000000000000000000000000000000000000000000000000000000000000000000000000000000000000000000000000000000000000000000000000000000000000000000000000000000000000000000000000000000000000000000000000000000000000000000000000000000000000000000000000000000000000000000000000000000000000000000000000000000000000000000000000000000000000000000000000000000000000000000000000000000000000000000000000000000000000000000000000111000000000000000000000000000000000000000000000000000000000000000000000000000;
endcase
;
        q_reg_2 <= q_reg;
    end
    assign q = q_reg_2;
endmodule 
```
**run.sh**
```bash
#!/bin/bash
# OpenROAD 26Q1-2900-gdf79404cd8, Yosys 0.63+post, stock flow scripts
make -C /OpenROAD-flow-scripts/flow DESIGN_CONFIG=/design/flow/config.mk WORK_HOME=/design/flow/orfs finish
```
==> GITHUB_STEP_SUMMARY <==
### Flow metrics

| Metric | Value |
|---|---|
| Status | finished, violations left |
| Failing checks | negative setup slack |
| Worst path buffer plus inverter count | 2 |
| Core area | between 0.03 and 0.04 mm² |
| Cts hold-fix bufs | 0 |
| TritonCTS Sinks | 50 |
| Crit share post-route | 121% |
| R2R depth | 0 |
| P&R area growth vs syn | 33.2% |
| Max Freq | ~640 MHz |
| Vias in the first global route | 2817 |
| Vias/cell | between 2 and 2.5 |
| Initial DRC count | 52 |
| Cell area power density | 570 mW/mm² |
| Final Hold Vio Count | 0 |
| Hold wc startpoint | q_reg[436] |
| Std cell rows | between 70 and 80 |
| Antenna-violating nets left | 0 |
| Worst Path Max Fanout | 12 |
| Unique masters post-synth | 28 |
| Overall power | between 3000 and 4000 µW |
| # fillers | about 4000 |
| DRT Wirelength | between 10000 and 15000 µm |
| Tool warnings | 32 |
| I/O Buffers | around 250 |
| Via count | between 2000 and 3000 |
| Dpl cells | 1145 |
| Most frequent cells in the layout | conb_1, dlymetal6s2s_1, dlygate4sd2_1 |
| R2r setup slk | slightly below 0.9 ns |
| Worst setup margin | -0.273 ns |
| Num CTS Buffers | 5 |
| Worst setup EP type | output pin |
| Fin. max-slew vios | 0 |
| DIE AREA | about 0.046 mm² |
| Share of cells above drive strength 1 | 18.4% |
| Layout Cells excl Fill | approximately 1200 |
| Cell area after synthesis | between 0.005 and 0.006 mm² |
| Final min period | between 1.5 and 2 ns |
| Die H | ~210 µm |
| Initial antenna violation count | 0 |
| Syn Area/Cell | 8.52 µm² |
| Sequential-to-total area share from yosys stat | approximately a fifth |
| HP Class | reg -> reg |
| Crit Path Category | reg -> out |
| Congestion Overflow GR | 0 |
| Synthesized instance count | around 600 |
| Yosys reg bits | 50 |
| Async S/R FF share, synth | 0% |
| DRT Pass-1 Iters | 4 |
| Die width | about 210 µm |
| Post-DP HPWL | between 10000 and 15000 µm |
| Final setup fails | 126 |
| Max clock buf depth | 2 |
| Root buf cell | clkbuf_16 |
| Commonest flop | dfxtp_1 |
| DRC | 0 |
| CP Data Required Time | between 1 and 1.5 ns |
| Number of enable flip-flop cells | 0 |
| Clock skew | 0.00186 ns |
| Leakage | 0.00559 µW |
| GP Congestion | approximately 0.73 |
| CP max stage delay | around 0.47 ns |
| Crit path DAT | about 1.3 ns |
| Hold EP | q_reg_2[60] |
| Max Cap Viol | 0 |
| First-pass GRT wire length | roughly 17000 µm |
| CTS tree | done |
| CTS clk-pin slew, worst paths | ~0.060 ns |
| Largest net degree at the start of global routing | about 46 |
| Hold depth | 0 |
| Total track usage | 4.64% |
| WL per Instance | roughly 12 µm |
| RR Endpoint | q_reg_2[422] |
| RSZ-0062 raised after global routing | yes |
| Hold_ws | between 0.3 and 0.4 ns |
| Cell family with most CP delay | buffers and inverters |
| Crit-path cells | buf_16, clkdlybuf4s50_1 |
| Number of cells in Yosys stat | just under 600 |
| Yosys warning tally | 1 |
| Reg2reg start | q_reg[422] |
| Worst-Skew Late Latency | around 0.28 ns |
| IR drop worst, VDD | around 500 µV |
| Critical-path top delay cell | clkdlybuf4s50_1 |
| Fp util | a little over an eighth |
| Yosys chip area | between 0.005 and 0.006 mm² |
| Critical path launch point type | register |
| Top cell excl fill/tap | conb_1 |
| Ports | a little over 500 |
| Number of H-tree levels | 2 |
==> where the power goes <==
group	switching, µW	internal (µW)	leakage, µW
Combinational	293	614	0.00510
Sequential	60.1	1620	0.000425
Clock	526	711	0.0000698
==> final cells by class <==
class / count / area, µm² / area share (%)
diodes: 1 / 2.50 / 0.0373
flip-flops and latches: 50 / 1060 / 15.9
repair buffers: 314 / 3500 / 52.1
clock buffers: 5 / 125 / 1.86
well taps: 511 / 639 / 9.52
multi-input cells: 314 / 1350 / 20.1
clock inverters: 3 / 21.3 / 0.317
inverters: 4 / 15.0 / 0.224
==> kinds of logic after synthesis <==
group,Yosys count,synth area share (%)
adder cells (fa/ha/maj),6,1.49
AND-OR/OR-AND,14,2.11
multiplexers,2,0.397
buffers and inverters,494,73.2
other,1,0.0744
AND/OR/NAND/NOR,25,2.85
flip-flops,50,19.9
==> layer usage <==
metal,up-vias,wire length [µm],track usage (%)
li1,1244,-,-
met1,1241,6350,5.56
met2,260,6980,8.16
met3,7,958,1.67
met4,0,64,0.238
met5,-,0,0
==> metrics by stage <==
| stage | TNS, ns | instance area [µm²] | util (%) | worst slack (ns) |
|---|---|---|---|---|
| 2_1_floorplan | 0 | 6040 | - | 0.0467 |
| 3_3_place_gp | -15.94 | 5710 | 15.3 | -0.262 |
| 3_5_place_dp | -18.31 | 5710 | 15.3 | -0.276 |
| 4_1_cts | -48.21 | 5720 | 15.3 | -0.389 |
| 5_1_grt | -25.33 | 6710 | 18.0 | -0.343 |
| 6_report | -17.20 | 6720 | 18.0 | -0.273 |
==> how the worst max path moves through the flow <==
stage            start  endpoint  slack (ns)  cells past startpoint
4_1_cts   q_reg_2[145]    q[146]       -0.39                      2
5_1_grt   q_reg_2[145]    q[154]       -0.34                      2
6_report  q_reg_2[145]    q[154]       -0.27                      2
==> cell usage after synthesis (2+ instances only) <==
master	instances	share of area (%)
nor2_1	6	0.45
a22o_1	2	0.35
a21oi_1	3	0.30
inv_1	3	0.22
buf_4	487	73
nand2_1	3	0.22
o21ai_2	3	0.52
a21boi_1	3	0.45
nand2b_1	4	0.50
mux2i_1	2	0.40
dfxtp_1	50	20
ha_1	6	1.5
and2_1	5	0.62
==> what timing repair did <==
action / CTS / global route
cloned: 1 / 11
resized: 123 / 214
setup endpoints to repair: 245 / 251
endpoints found under the hold margin: 0 / 0
buffers inserted: 0 / 36
pin swaps: 0 / 1
Power and IR drop assume default switching activity.
